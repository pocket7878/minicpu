==> design.v <==
module ram(
  input var clk,
  input var rst,
  input var logic [31:0] a,
  input var logic [31:0] wd,
  input var logic we,
  output var logic [31:0] rd
);
logic [31:0] mem[255:0];
logic [29:0] word_addr;
assign word_addr = a[31:2];
assign rd = mem[word_addr];
always_ff @(posedge clk or posedge rst) begin
  if (rst) begin
    mem <= '{default: '0};
  end
  else if (we) begin
    mem[word_addr] <= wd;
  end
end
endmodule
==> run.sh <==
#!/bin/bash
# OpenROAD 26Q1-2900-gdf79404cd8, Yosys 0.63+post, stock flow scripts
make -C /OpenROAD-flow-scripts/flow DESIGN_CONFIG=/design/flow/config.mk WORK_HOME=/design/flow/orfs finish
==> config.mk <==
export PLATFORM = sky130hd
export DESIGN_NAME = ram
export DESIGN_NICKNAME = ram
export VERILOG_FILES = /design/flow/design.v
export SDC_FILE = /design/flow/constraint.sdc
export NUM_CORES = 4
export LEC_CHECK = 1
export CORE_UTILIZATION = 40
export SYNTH_HDL_FRONTEND = slang
==> constraint.sdc <==
current_design ram

set clk_period 45.5
set clk_io_pct 0.2

create_clock -name clk0 -period $clk_period [get_ports {clk}]

set non_clock_inputs [all_inputs -no_clocks]
set_input_delay [expr $clk_period * $clk_io_pct] -clock clk0 $non_clock_inputs
set_output_delay [expr $clk_period * $clk_io_pct] -clock clk0 [all_outputs]
==> impl_metrics.json <==
{
  "arrival_ns": 18.50,
  "ys_seq_share_pct": 55.94,
  "p_total_w": 0.01495,
  "grt_busiest_layer": "met2",
  "io_pins": 99,
  "firstDrtPassIters": 7,
  "warnings": 93,
  "drv_cap": 0,
  "fp_util_pct": 40.13,
  "grt_pass1_vias": 225177,
  "yosysWarnings": 0,
  "setup_viol": 0,
  "cts_buffer_depth": 4,
  "fill_cells": 77529,
  "crit_fanout": 51,
  "die_w_um": 959.1,
  "min_path_type": "reg -> reg",
  "cts_sinks": 8192,
  "cts_resized": 0,
  "drtIter0Drc": 10817,
  "netlist.area_leader.share_pct": 55.94,
  "die_area_um2": 919900,
  "core_area_um2": 913000,
  "setup.worst_path.start_class": "input port",
  "ctsHoldBuffers": 0,
  "antenna_found_initial": 64,
  "reg.largest.list": "mem (8192)",
  "timing.final.crit_share_pct": 60.66,
  "drc": 0,
  "drv_slew": 0,
  "leakage_nw": 199.2,
  "path_delay_family": "buffers and inverters",
  "clock_skew_ns": 0,
  "crit_slowest_cell": "buf_4",
  "largest_register_ffs": 8192,
  "synth_area_um2": 366400,
  "vias": 206372,
  "fin_crit_ns": 27.60,
  "synthToLayoutAreaGrowth_pct": 12.31,
  "area_leaders": "dfrtp_1 (56%), mux2_2 (25%), mux4_2 (13%)",
  "via_per_inst": 5.825,
  "die_height_um": 959.1,
  "cts.htree.levels": 6,
  "grt_pass1_wl_mm": 1605,
  "grt_max_degree": 138,
  "grt_use_met2_pct": 37.13,
  "hpwlAfterDp_mm": 663.2,
  "cpMostUsedCell": "buf_4",
  "gp_congestion": 0.8742,
  "yosysCellCount": 22969,
  "port_buffers": 96,
  "top_area_cell": "dfrtp_1",
  "crit_type": "in -> out",
  "clock-root-buffer": "clkbuf_16",
  "fin_area_um2": 411600,
  "largest_register": "mem",
  "synth-edff-count": 0,
  "insertion_delay_ns": 1.18,
  "drive_above_1_share_pct": 56.08,
  "timing_hold_violations_final": 0,
  "status": "finished, final reports clean",
  "overflow": 0,
  "ys_area_um2": 366400,
  "use_met1_pct": 33.28,
  "grtUsageMet3_pct": 13.37,
  "track_usage_pct": 25.26,
  "worst_pin_slew_ns": 1.169,
  "flop_cell": "dfrtp_1",
  "vdd_ir_drop_max_v": 0.00004465,
  "ant_nets": 0,
  "routedWlPerCell_um": 30.86,
  "ys_seq_elements": 8192,
  "placed_area_um2": 383100,
  "tritoncts": "done",
  "p_per_area_nw_per_um2": 36.31,
  "final_cell_mix": "dfrtp_1 (8,192), mux2_2 (8,175), mux4_2 (2,048)",
  "relSlewSlack_pct": 21.75,
  "lay_top_count": "dfrtp_1",
  "path_buffers": 14,
  "synth_cell_type_count": 27,
  "synth_cells": 22969,
  "final.setup.tns_ns": 0,
  "synth_area_per_cell_um2": 15.95,
  "crit_chain": "buf_16 -> buf_4 -> buf_4 -> buf_4 -> buf_4 -> buf_4 -> buf_4 -> buf_4 -> buf_4 -> buf_4 -> buf_4 -> mux4_2 -> a22oi_1 -> a21oi_1 -> buf_4 -> o41ai_2 -> buf_4 -> nand4_1 -> clkdlybuf4s50_1",
  "async_flop_share_pct": 100.0,
  "cts_post_setup_buffers_inserted": 0,
  "cts_buffers": 863,
  "cp.required_ns": 36.40,
  "rsz0062_at_grt": "false",
  "max_freq_ghz": 0.03623,
  "end_kind": "output pin",
  "clkTransAtPathRegs_ns": 0.06,
  "rows": 351,
  "routed_wl_mm": 1093,
  "max_stage_delay_ns": 0.68
}
==> report_power, final <==
group	switching, W	internal (W)	total, W
Sequential	0.000000000117	0.00729	0.00729
Combinational	0.000492	0.000117	0.000609
Clock	0.00298	0.00407	0.00705
Total	0.00347	0.0115	0.0149
==> cell usage after synthesis, types with 3 or more instances <==
cell,n
nor4_1,4
o41ai_1,128
a22oi_1,1024
mux4_2,2048
nand2b_1,3
and2_1,3
dfrtp_1,8192
nor3_1,20
and4_1,3
buf_2,516
mux2_1,17
and3_1,9
nand4_1,34
a21oi_1,512
mux2_2,8175
nor2b_1,10
buf_1,554
nor2_1,68
clkbuf_1,1394
nand2_1,236
nand3_1,8
==> stage by stage <==
step	hold WS (ns)	setup WS [ns]	utilization, %	instances
CTS	0.4878	17.49	45.06	35391
detailed placement	0.4734	17.51	41.96	33840
global route	0.4992	16.89	45.07	35397
global placement	0.4623	17.48	41.96	33840
finish	0.4820	17.90	45.08	35431
floorplan	0.4533	-77.98	-	22969
==> routing by layer <==
| metal | vias up | share of wire [%] |
|---|---|---|
| li1 | 85846 | - |
| met1 | 112227 | 38 |
| met2 | 6516 | 46 |
| met3 | 1722 | 12 |
| met4 | 61 | 4.4 |
| met5 | - | 0.069 |
==> worst paths after layout <==
| check | from | slack, ns | end | cells past startpoint |
|---|---|---|---|---|
| hold / removal | mem[4627]$_DFFE_PP0P_ | 0.48 | mem[4627]$_DFFE_PP0P_ | 1 |
| max in group asynchronous | rst | 29.92 | mem[4210]$_DFFE_PP0P_ | 12 |
| setup / recovery | a[2] | 17.90 | rd[18] | 19 |
| setup reg to reg | mem[1544]$_DFFE_PP0P_ | 44.72 | mem[1544]$_DFFE_PP0P_ | 1 |
| min in group asynchronous | rst | 8.44 | mem[7004]$_DFFE_PP0P_ | 2 |
| hold reg to reg | mem[4627]$_DFFE_PP0P_ | 0.48 | mem[4627]$_DFFE_PP0P_ | 1 |
==> logic make-up after synthesis <==
group / synth area share, %
simple gates: 0.4862
buf+inv: 2.706
flops: 55.94
compound gates: 3.103
mux: 37.76
==> cell type report <==
class / count / area (um2) / area share (%)
clock buffer: 1344 / 26010 / 6.321
clock inverter: 207 / 2327 / 0.5655
sequential: 8192 / 205000 / 49.81
timing repair buffer: 1159 / 9549 / 2.320
antenna: 40 / 100.1 / 0.02432
tap: 12178 / 15240 / 3.702
multi-input combinational: 12309 / 153300 / 37.25
inverter: 2 / 11.26 / 0.002736
