<file path="/design/flow/config.mk">
export PLATFORM = sky130hd
export DESIGN_NAME = MINI_CPU
export DESIGN_NICKNAME = MINI_CPU
export VERILOG_FILES = /design/flow/design.v
export SDC_FILE = /design/flow/constraint.sdc
export NUM_CORES = 4
export LEC_CHECK = 1
export CORE_UTILIZATION = 30
export SYNTH_HDL_FRONTEND = slang
</file>
<file path="/design/flow/constraint.sdc">
current_design MINI_CPU

set clk_period 5.3
set clk_io_pct 0.2

create_clock -name clk0 -period $clk_period [get_ports {CLK}]

set non_clock_inputs [all_inputs -no_clocks]
set_input_delay [expr $clk_period * $clk_io_pct] -clock clk0 $non_clock_inputs
set_output_delay [expr $clk_period * $clk_io_pct] -clock clk0 [all_outputs]
</file>
<file path="/design/flow/design.v">
module MINI_CPU(
  input var RST,
  input var CLK,
  input var [3:0] SW,
  output var [3:0] outp,
  output var [6:0] HEX0,
  output var [6:0] HEX1,
  output var [6:0] HEX2,
  output var [6:0] HEX3,
  output var [6:0] HEX4,
  output var [6:0] HEX5
);
  parameter ZERO = 4'b0000;
  logic [3:0] ch0, ch1, ch2, ch3;
  logic [3:0] addr;
  logic [3:0] a;
  logic [7:0] memdata;
  logic [3:0] alu_out;
  logic [3:0] ld;
  logic cflag;
  logic cflga_r;
  logic [1:0] sel;
  assign outp = ch2;
  logic [3:0] op, im;
  rom rom_u(.addr(addr),.out(memdata));
  assign ch3 = ZERO;
  logic clk;
  slow_clk slow_clk_u(.clk(CLK), .rst(RST), .out(clk));
  register areg(.reset(RST),.in(alu_out),.ld(ld[0]),.clk(clk),.out(ch0));
  register breg(.reset(RST),.in(alu_out),.ld(ld[1]),.clk(clk),.out(ch1));
  register creg(.reset(RST),.in(alu_out),.ld(ld[2]),.clk(clk),.out(ch2));
  counter    pc(.reset(RST),.in(alu_out),.ld(ld[3]),.clk(clk),.out(addr));
  assign op = memdata[7:4];
  assign im = memdata[3:0];
  decoder decoder_u(.op(op),.c(cflag),.sel(sel),.ld(ld));
  dataselector dataselector_u(
    .sel(sel),
    .c0(ch0),
    .c1(ch1),
    .c2(SW),
    .c3(ch3),
    .y(a)
  );
  alu alu_u(.ain(a), .bin(im), .c(cflag_r), .out(alu_out));
  seg7dec disp_op(.SW(op), .HEX0(HEX5));
  seg7dec disp_im(.SW(im), .HEX0(HEX4));
  seg7dec disp_pc(.SW(addr), .HEX0(HEX3));
  seg7dec disp_a(.SW(ch0), .HEX0(HEX2));
  seg7dec disp_b(.SW(ch1), .HEX0(HEX1));
  seg7dec disp_outp(.SW(outp), .HEX0(HEX0));
  always_ff @(posedge clk) begin
    if (RST) begin
      cflag = 1'b0;
    end
    else begin
      cflag = cflag_r;
    end
  end
endmodule
module alu(
  input var logic [3:0] ain,
  input var logic [3:0] bin,
  output var logic c,
  output var logic [3:0] out
);
  assign {c,out} = ain + bin;
endmodule
module counter(
  input var logic clk,
  input var logic reset,
  input var logic [3:0] in,
  input var logic ld,
  output var logic [3:0] out
);
  logic [3:0] cnt=4'b0000;
  always_ff @(posedge clk or posedge reset) begin
    if (reset) begin
      cnt <= 4'b0000;
    end
    else if(ld==0) begin;
      cnt <= in;
    end
    else begin
      cnt <= cnt + 1;
    end
  end
  assign out = cnt;
endmodule
module dataselector(
  input var logic [1:0] sel,
  input var logic [3:0] c0,
  input var logic [3:0] c1,
  input var logic [3:0] c2,
  input var logic [3:0] c3,
  output var logic [3:0] y
);
  logic [3:0] out;
  always_comb begin
    case (sel)
      2'b00: out <= c0;
      2'b01: out <= c1;
      2'b10: out <= c2;
      2'b11: out <= c3;
      default: out <= 4'b0000;
    endcase
  end
  assign y = out;
endmodule
module decoder(
  input var logic [3:0] op,
  input var logic c,
  output var logic [1:0] sel,
  output var logic [3:0] ld
);
  parameter MOV_A_IM = 4'b0011,
            MOV_B_IM = 4'b0111,
            MOV_A_B = 4'b0001,
            MOV_B_A = 4'b0100,
            ADD_A_IM = 4'b0000,
            ADD_B_IM = 4'b0101,
            IN_A = 4'b0010,
            IN_B = 4'b0110,
            OUT_IM = 4'b1011,
            OUT_B = 4'b1001,
            JMP_IM = 4'b1111,
            JNC_IM = 4'b1110;
  parameter LOAD_A = 4'b1110,
            LOAD_B = 4'b1101,
            LOAD_C = 4'b1011,
            LOAD_PC = 4'b0111,
            LOAD_IGN = 4'bxxxx;
  parameter SELECT_A = 2'b00,
            SELECT_B = 2'b01,
            SELECT_IN = 2'b10,
            SELECT_ZERO = 2'b11;
  logic [3:0] load;
  logic [1:0] select;
   always_comb begin      
    case (op) 
      MOV_A_IM: begin
        load <= LOAD_A;
        select <= SELECT_ZERO;
      end
      MOV_B_IM: begin
        load <= LOAD_B;
        select <= SELECT_ZERO;
      end
      MOV_A_B: begin
        load <= LOAD_A;
        select <= SELECT_B;
      end
      MOV_B_A: begin
        load <= LOAD_B;
        select <= SELECT_A;
      end
      ADD_A_IM: begin
        load <= LOAD_A;
        select <= SELECT_A;
      end
      ADD_B_IM: begin
        load <= LOAD_B;
        select <= SELECT_B;
      end
      IN_A: begin
        load <= LOAD_A;
        select <= SELECT_IN;
      end
      IN_B: begin
        load <= LOAD_B;
        select <= SELECT_IN;
      end
      OUT_IM: begin
        load <= LOAD_C;
        select <= SELECT_ZERO;
      end
      OUT_B: begin
        load <= LOAD_C;
        select <= SELECT_B;
      end
      JMP_IM: begin
        load <= LOAD_PC;
        select <= SELECT_ZERO;
      end
      JNC_IM: if (c == 0) begin
        load <= LOAD_PC;
        select <= SELECT_ZERO;
      end
      else begin
        load <= LOAD_IGN;
        select <= SELECT_ZERO;
      end
      default: begin
        load <= LOAD_IGN;
        select <= SELECT_ZERO;
      end
    endcase
  end
  assign ld=load;
  assign sel=select;
endmodule
module register(
  input var clk,
  input var reset,
  input var [3:0] in,
  input var ld,
  output var [3:0] out
);
  parameter DEFAULT = 4'b0000;
  logic [3:0] mem = DEFAULT;
  always_ff @(posedge clk or posedge reset) begin
    if (reset) begin
      mem <= DEFAULT;
    end 
    else if(ld == 0) begin
      mem <= in;
    end
  end
  assign out = mem;
endmodule
module rom(
  input var [3:0] addr,
  output var logic [7:0] out
 );
  always_comb begin
    case (addr)
      4'b0000: out=8'b01110000;  
      4'b0001: out=8'b00100000;  
      4'b0010: out=8'b00000001;  
      4'b0011: out=8'b00000001;  
      4'b0100: out=8'b01000000;  
      4'b0101: out=8'b10010000;  
      4'b0110: out=8'b11110110;  
      default: out=8'b1111_0000;  
    endcase
  end
endmodule
module seg7dec (
  input  var [3:0]   SW,
  output var logic  [6:0]   HEX0
);
always_comb begin
  case(SW)
    4'h0:   HEX0 <= 7'b1000000;
    4'h1:   HEX0 <= 7'b1111001;
    4'h2:   HEX0 <= 7'b0100100;
    4'h3:   HEX0 <= 7'b0110000;
    4'h4:   HEX0 <= 7'b0011001;
    4'h5:   HEX0 <= 7'b0010010;
    4'h6:   HEX0 <= 7'b0000010;
    4'h7:   HEX0 <= 7'b1011000;
    4'h8:   HEX0 <= 7'b0000000;
    4'h9:   HEX0 <= 7'b0010000;
    4'ha:   HEX0 <= 7'b0001000;
    4'hb:   HEX0 <= 7'b0000011;
    4'hc:   HEX0 <= 7'b1000110;
    4'hd:   HEX0 <= 7'b0100001;
    4'he:   HEX0 <= 7'b0000110;
    4'hf:   HEX0 <= 7'b0001110;
    default:HEX0 <= 7'b1111111;
  endcase
end
endmodule
module slow_clk(
  input var logic clk,
  input var logic rst,
  output var logic out
);
  parameter COUNT_DEFAULT = 26'b0,
            COUNT_MAX = 26'd49_999_999;
  logic [25:0] cnt;
  always_ff @(posedge clk) begin
    if (rst) begin
      cnt <= COUNT_DEFAULT;
    end
    else if (cnt == COUNT_MAX) begin
      out <= 1;
		cnt <= COUNT_DEFAULT;
    end
    else begin
      out <= 0;
      cnt <= cnt + 26'b1;
    end
  end
endmodule
</file>
<file path="/design/flow/run.sh">
#!/bin/bash
# OpenROAD 26Q1-2900-gdf79404cd8, Yosys 0.63+post, stock flow scripts
make -C /OpenROAD-flow-scripts/flow DESIGN_CONFIG=/design/flow/config.mk WORK_HOME=/design/flow/orfs finish
</file>
==> flow_summary.rst <==
Implementation results
======================

.. list-table::
   :header-rows: 1

   * - Metric
     - Value
   * - Number of pins exceeding their max-slew limit in the final report
     - 0
   * - Cell area after synthesis
     - between 0.003 and 0.004 mm²
   * - Height of the chip
     - roughly 110 µm
   * - Total Power Consumption
     - roughly 0.37 mW
   * - First-pass GRT wire length
     - around 12,000 µm
   * - Registers, synthesis
     - 43
   * - Yosys cell count
     - 394
   * - Number of antenna violations at the first check in global routing
     - 0
   * - Die Wd
     - roughly 110 µm
   * - Via density per instance
     - 4.84
   * - Critical path startpoint category
     - input port
   * - Register pins left without a clock
     - 16
   * - Placeable Area
     - 0.0109 mm²
   * - Class of the most critical setup path
     - in2reg
   * - Number of diodes
     - 0
   * - Buffers inserted by post-CTS timing repair
     - 0
   * - RSZ-0062 raised after global routing
     - false
   * - Post-CTS resize count
     - 0
   * - Setup_tns
     - 0 ns
   * - Final GP Congestion
     - just over 0.8
   * - Synth Seq Share
     - around 28%
   * - Cell count after synthesis
     - ~390
   * - Hold-fix buffers, CTS
     - 0
   * - Shortest clock period the worst path allows after layout
     - about 2.1 ns
   * - Total number of yosys warnings
     - 0
   * - Share of final-layout standard cells stronger than drive strength 1
     - 7.06%
   * - Overall routing resource usage
     - around 13%
   * - Starting density of the core
     - 31.0%
   * - Outcome
     - completed
   * - Post-layout period usage of the worst path
     - around two fifths
   * - Min-delay worst type
     - reg2reg
   * - Area of the die
     - 0.0117 mm²
   * - I/O Buffers
     - roughly 50
   * - Endpoints left unconstrained
     - between 60 and 70
   * - Post-synth cell types
     - about 61
   * - Area growth from synthesis to final layout
     - 17.8%
   * - Clock tree skew after final layout
     - between 0.006 and 0.007 ns
   * - Clock tree from TritonCTS
     - built
   * - Final Routed Wirelength
     - just under 7000 µm
   * - Number of maximum-capacitance violations
     - 0
   * - Crit path DAT
     - between 1.5 and 2 ns
   * - Number of buffers and inverters on the critical path
     - 2
   * - Achievable frequency
     - about 480 MHz
   * - Maximum cell stage delay along the critical path
     - about 0.49 ns
   * - Violation count after the first detailed-routing iteration
     - about 130
   * - Number of synthesized flops with an enable pin
     - 1
   * - Pin count of the biggest net entering global routing
     - 27
   * - Number of nets with antenna violations after routing
     - 0
   * - Finished Core Util
     - a little over a third
   * - Number of global-route vias before repair
     - between 2k and 3k
   * - Type of element capturing the critical path
     - register
   * - Crit path max-delay cell type
     - inv_1
   * - Final setup violation count
     - 0
   * - Kind of cell with the highest combined delay on the critical path
     - buffers and inverters
   * - Count of endpoints failing hold in the final timing report
     - 0
   * - Routed length per placed instance
     - 12.2 µm
   * - Post-detailed-placement half-perimeter wirelength
     - 5160 µm
   * - Number of vias after detailed routing
     - between 2k and 3k
   * - Max Root-Sink Buffers
     - 2
   * - Ports placed on the boundary
     - 52
   * - Count of TritonRoute iterations in the first routing pass
     - 5
   * - Tightest Pin Transition
     - 0.741 ns
   * - Dominant flop cell
     - dfxtp_1
   * - Leakage
     - about 1.7 nW
   * - Worst max-slew margin expressed relative to the limit
     - approximately half
   * - Chip area from the yosys synthesis statistics
     - about 0.0034 mm²
   * - Highest ir drop seen on vdd
     - approximately 200 µV
   * - Global route total overflow
     - 0
   * - Root buffer selected by CTS
     - clkbuf_8
   * - Cts bufs inserted
     - 3
   * - Post-route design area
     - 0.00398 mm²
   * - Cell Rows
     - 38
   * - Critical Path RT
     - roughly 5.2 ns
   * - Count of tool warnings
     - ~46
   * - Ys async rst share
     - between 30% and 40%
   * - Total cell area at the placement stage
     - between 0.003 and 0.004 mm²
   * - Post-CTS clock slew at the launch and capture registers of the worst setup and hold paths
     - 0.09 ns
   * - # H-tree levels
     - 1
   * - Power density over cell area
     - around 93 mW/mm²
   * - DRC violation count after routing
     - 0
   * - Maximum fanout encountered on the critical timing path
     - 17
   * - Final hold slack
     - between 0.4 and 0.5 ns
   * - Cell breakdown of the critical path
     - clkdlybuf4s50_1, inv_1
   * - Mean Syn Cell Area
     - between 8 and 9 µm²
   * - Clock network latency to the later pin of the worst-skew pair
     - about 0.26 ns
power breakdown:
part / internal, mW / leakage [nW] / switching (mW) / total (mW)
Clock: 0.0537 / 0.0228 / 0.0576 / 0.111
Combinational: 0.0229 / 1.28 / 0.0153 / 0.0382
Sequential: 0.210 / 0.404 / 0.00867 / 0.219
Total: 0.287 / 1.70 / 0.0815 / 0.369
sequential cells by signal, indices dropped and copies added, names as in the netlist:
signal          flops
areg.out            4
slow_clk_u.cnt     26
pc.out              4
creg.out            4
breg.out            4
slow_clk_u.out      1
cells in the final DEF (no fill, tap or decap), types with 3 or more instances in the layout:
cell type	n
a22o_1	7
nand4_1	7
and3_1	6
nand2_1	22
mux4_2	4
clkdlybuf4s50_1	50
xor2_1	14
or3b_2	4
dfxtp_1	26
nand2b_1	3
a21oi_1	16
xnor2_1	14
nor3b_1	3
and2_1	4
nand3_1	18
dfrtp_1	16
a222oi_1	3
mux2i_1	12
mux2_2	9
nor3_1	4
clkbuf_8	3
o31ai_1	4
inv_1	25
ha_1	30
nor2b_1	5
and4_1	3
a32o_1	3
o21ai_0	15
nor2_1	55
cells in the mapped netlist, types with 3 or more instances:
| cell | number | area (µm²) |
|---|---|---|
| or3b_2 | 4 | 35.0 |
| a21oi_1 | 16 | 80.1 |
| mux4_2 | 4 | 90.1 |
| inv_1 | 25 | 93.8 |
| buf_2 | 5 | 25.0 |
| clkbuf_1 | 8 | 30.0 |
| mux2_2 | 9 | 101 |
| dfrtp_1 | 16 | 400 |
| nand2_1 | 22 | 82.6 |
| ha_1 | 30 | 375 |
| a22o_1 | 7 | 61.3 |
| xor2_1 | 14 | 123 |
| buf_4 | 5 | 37.5 |
| and3_1 | 6 | 37.5 |
| mux2i_1 | 12 | 120 |
| dfxtp_1 | 26 | 521 |
| buf_1 | 4 | 15.0 |
| nor3b_1 | 3 | 22.5 |
| a32o_1 | 3 | 30.0 |
| nor2b_1 | 5 | 31.3 |
| o31ai_1 | 4 | 30.0 |
| and2_1 | 4 | 25.0 |
| a222oi_1 | 3 | 30.0 |
| nor2_1 | 55 | 206 |
| nand2b_1 | 3 | 18.8 |
| and4_1 | 3 | 26.3 |
| nand3_1 | 18 | 90.1 |
| o21ai_0 | 15 | 75.1 |
| xnor2_1 | 14 | 123 |
| nor3_1 | 4 | 20.0 |
| nand4_1 | 7 | 43.8 |
worst paths after layout:
kind,start,end,slack (ns),depth (start not counted)
setup / recovery,RST,slow_clk_u.out$_DFFE_PN_,3.21,2
hold reg to reg,slow_clk_u.cnt[0]$_SDFF_PP0_,slow_clk_u.cnt[0]$_SDFF_PP0_,0.49,1
setup reg to reg,slow_clk_u.cnt[0]$_SDFF_PP0_,slow_clk_u.cnt[15]$_SDFF_PP0_,3.23,6
hold / removal,slow_clk_u.cnt[0]$_SDFF_PP0_,slow_clk_u.cnt[0]$_SDFF_PP0_,0.49,1
layer usage:
metal	wire [µm]	global-route usage, %	up-vias
met4	9	0.294	0
li1	-	-	1429
met2	3140	20.2	41
met3	221	0.982	2
met1	3520	19.7	1265
met5	0	0	-
cell families after synthesis:
kind of cell,Yosys count,synth area share (%)
adders and majority gates,31,11.7
muxes,26,9.56
DFF,43,28.2
xor gates and xnor gates,28,7.26
and+or+nand+nor,149,22.5
other,1,0.111
AOI/OAI and AO/OA,68,14.4
buffers and inverters,48,6.30
final cells by class:
class / instances / area [µm²]
clock buffers: 4 / 45.0
fillers: 1068 / 6910
inverters: 25 / 93.8
multi-input cells: 303 / 2210
flip-flops and latches: 43 / 951
well taps: 140 / 175
repair buffers: 50 / 500
stage by stage:
| stage | worst slack (ns) | instances |
|---|---|---|
| finish | 3.21 | 565 |
| global route | 3.03 | 565 |
| CTS | 3.18 | 565 |
| detailed placement | 2.88 | 561 |
| global placement | 2.91 | 561 |
| floorplan | 3.51 | 394 |
Power is estimated from default activity; no workload was simulated.
