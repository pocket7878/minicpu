`./run.sh`:
```
#!/bin/bash
# OpenROAD 26Q1-2900-gdf79404cd8, Yosys 0.63+post, stock flow scripts
make -C /OpenROAD-flow-scripts/flow DESIGN_CONFIG=/design/flow/config.mk WORK_HOME=/design/flow/orfs finish
```
`./config.mk`:
```
export PLATFORM = sky130hd
export DESIGN_NAME = register_file
export DESIGN_NICKNAME = register_file
export VERILOG_FILES = /design/flow/design.v
export SDC_FILE = /design/flow/constraint.sdc
export NUM_CORES = 4
export LEC_CHECK = 1
export CORE_UTILIZATION = 30
export SYNTH_HDL_FRONTEND = slang
```
`./constraint.sdc`:
```
current_design register_file

set clk_period 6.5
set clk_io_pct 0.2

create_clock -name clk0 -period $clk_period [get_ports {clk}]

set non_clock_inputs [all_inputs -no_clocks]
set_input_delay [expr $clk_period * $clk_io_pct] -clock clk0 $non_clock_inputs
set_output_delay [expr $clk_period * $clk_io_pct] -clock clk0 [all_outputs]
```
`./design.v`:
```
module register_file(
  input var logic clk,
  input var logic rst,
  input var logic [4:0] a1,
  input var logic [4:0] a2,
  input var logic [4:0] a3,
  input var logic we3,
  input var logic [31:0] wd3,
  output var logic [31:0] rd1,
  output var logic [31:0] rd2,
  output var logic [31:0] out
);
logic [31:0] mem[31:0];
always_ff @(posedge clk or posedge rst) begin
  if (rst) begin
    mem <= '{default: '0};
  end
  else if (we3) begin
    mem[a3] <= wd3;
  end
end
assign out = mem[2];
assign rd1 = (a1 != 0) ? mem[a1] : 0;
assign rd2 = (a1 != 0) ? mem[a2] : 0;
endmodule
```
==> deck_impl_summary.md <==
Synthesis and Place & Route Summary

Pwr
  • Clock network fraction of design power: 34.1%
  • Comb power frac: 21.0%
  • Switching share of power: 27.2%
  • Worst voltage drop across the vdd grid: 0.195 mV
  • Net switching power: 5140 uW
  • Int Pwr: 13,800 uW
  • Flop pwr share: 44.9%
  • Static power due to leakage: 0.0265 uW
  • Cell Pwr Density: 300 nW/um^2

Route
  • Number of vias after detailed routing: 34,800
  • Drc violations: 0
  • DR vias/cell: 5.61
  • Final Routed Wirelength: 182,000 um
  • Number of DRC markers in iteration 0: 2,140
  • Final routed wire length divided by cell count: 29.3 um
  • Number of routed nets with antenna violations: 0
  • Count of TritonRoute iterations in the first routing pass: 5

Job
  • Maxcap violations: 0
  • Total tool warning count: 36

Floorplan
  • Num rows: 157
  • Overall chip area: 187,000 um^2
  • Floorplan Utilization: 30.3%
  • Vertical die dimension: 432 um
  • Number of top-level pins: 146
  • Area of the core: 183,000 um^2
  • Die Width: 432 um

Critical path
  • Type of element launching the critical path: primary input
  • Logic depth of the worst register-to-register path: 1
  • Crit end category: primary output
  • CP Data Arrival Time: 4.51 ns
  • Startpoint-to-endpoint class of the critical path: in2out
  • Largest fanout on the critical path: 19
  • Data required time of the worst path: 5.20 ns
  • Setup slack on the worst flop-to-flop path: 5.52 ns

STA
  • Final setup margin: 0.692 ns
  • Total count of max-transition violations in the final report: 0
  • Setup repair after global routing missed its margin: no
  • Peak clock frequency supported by timing: 172 MHz
  • Pin slew with the least headroom to its limit: 1.18 ns
  • Worst slew margin relative to its limit: 21.1%
  • Final Hold Violating Endpoints: 0
  • Largest clock skew in the final design: 0 ns
  • Final-report setup violation count: 0
  • Time the final worst path needs with I/O delays and setup: 5.81 ns
  • Part of the cycle the worst path needs: 89.4%

CTS
  • Number of clock buffers inserted by TritonCTS: 107
  • Number of buffers on the longest clock path: 3
  • Clock H-tree levels: 3
  • Hold-fix buffer count after cts: 0
  • Setup bufs post-CTS: 0
  • Clock transition at path regs: 0.06 ns
  • Clock tree from TritonCTS: yes
  • Cell at the root of the clock tree: sky130_fd_sc_hd__clkbuf_16
  • Number of sinks on the clock net: 1,024
  • Worst-Skew Late Latency: 0.74 ns
  • Post-CTS sizing: 0

Global route
  • Initial antenna violation count: 9
  • Largest net degree at the start of global routing: 131
  • Remaining global-route overflow: 0
  • Via count of the first global-routing pass: 36,600
  • First-pass GRT wire length: 267,000 um
  • Total global-route track usage: 20.4%

Synthesis
  • Cell type with the largest total area after synthesis: sky130_fd_sc_hd__dfrtp_1
  • Library cell with the highest instance count after synthesis: sky130_fd_sc_hd__mux2_2
  • Area share, top type: 46.1%
  • Distinct cells, synth: 43
  • Gate count after technology mapping: 3,650
  • Seq/Total Area, Yosys: 46.1%
  • Count of instantiated cells in the yosys netlist: 3,650
  • Dominant synthesized flop cell: sky130_fd_sc_hd__dfrtp_1
  • Seq cells post-synth: 1,024
  • Cell area after technology mapping: 55,600 um^2
  • Number of enable-type register cells in the synthesized netlist: 0
  • Post-synthesis async set-or-reset flop share: 100%
  • Syn avg cell area: 15.2 um^2
  • Synthesized chip area reported by yosys: 55,600 um^2
  • Commonest cells in the netlist: 1,072 x sky130_fd_sc_hd__mux2_2, 1,024 x sky130_fd_sc_hd__dfrtp_1, 401 x sky130_fd_sc_hd__mux4_2
  • Leading cell types by total area after synthesis: sky130_fd_sc_hd__dfrtp_1 46%, sky130_fd_sc_hd__mux2_2 22%, sky130_fd_sc_hd__mux4_2 16%, sky130_fd_sc_hd__mux2i_1 2.3%, sky130_fd_sc_hd__mux4_1 2.2%
  • Syn. warnings: 0

Layout
  • Final standard cell utilization of the core: 34.4%
  • Final-layout fill cell count: 17,400
  • Layout cells sized above 1: 51.1%
  • Layout Area Growth over Synthesis: 13.6%

Place
  • HPWL after DPL: 112,000 um
  • Number of I/O port buffers: 145
  • Pre-CTS setup slack: 0.723 ns
  • Final weighted congestion in routability-driven placement: 0.900

Min path
  • Hold depth: 1
  • Worst hold path type: reg2reg

Run status
  • Result of the run: finished, final reports clean
-- path summary, 6_finish.rpt --
path                       startpoint       end
max                             a2[3]   rd2[22]
min                          mem[644]  mem[644]
max reg2reg                   out[30]   out[30]
min reg2reg                  mem[644]  mem[644]
max in group asynchronous         rst   mem[35]
min in group asynchronous         rst  mem[447]
-- state kept, by name (all words and copies together), names as in the netlist --
name / count
out: 32
mem: 992
-- final cells by class --
class | count | area [um^2] | share of cell area, %
Multi-Input combinational cell | 2195 | 27700 | 43.8
Sequential cell | 1024 | 25600 | 40.6
Clock buffer | 158 | 3240 | 5.13
Tap cell | 2464 | 3080 | 4.88
Timing Repair Buffer | 319 | 3070 | 4.87
Clock inverter | 38 | 449 | 0.711
Inverter | 3 | 18.8 | 0.0297
Antenna cell | 2 | 5.00 | 0.00792
-- cells by family (layout without fill, tap and decap cells) --
family,Yosys count,in the layout,synth area share [%]
other,0,2,0
muxes,1664,1664,42.8
AOI/OAI and AO/OA,367,367,5.01
and+or+nand+nor,164,164,1.59
DFF,1024,1024,46.1
buffers and inverters,431,518,4.49
-- routing by layer --
metal  vias up  wire (um)  global-route usage [%]  part of all wire (%)
met5         -        106                   0.182                 0.058
met4        12      10200                    8.94                   5.6
met3       418      16800                    7.92                   9.3
met2      1421      86300                    31.6                    48
met1     18700      68100                    25.8                    38
li1      14300          -                       -                     -
-- stage by stage --
| stage | std cells | cell area, um^2 | power (uW) | TNS, ns | hold slack, ns |
|---|---|---|---|---|---|
| after floorplan | 3650 | 55600 | 11300 | -9127.87 | 0.470 |
| after global placement | 6005 | 59500 | 12500 | 0 | 0.485 |
| after detailed placement | 6005 | 59500 | 12600 | 0 | 0.497 |
| after CTS | 6201 | 63100 | 19100 | 0 | 0.512 |
| after global routing | 6202 | 63200 | 19700 | 0 | 0.523 |
| final | 6203 | 63200 | 18900 | 0 | 0.511 |
-- power groups by stage --
stage         Combinational (uW)  Clock (uW)  Sequential, uW
finish                      3970        6460            8500
global route                4240        6820            8680
CTS                         3990        6590            8490
-- critical path: stages --
cell and delay, ns:
sky130_fd_sc_hd__buf_2 0.45, sky130_fd_sc_hd__or2_2 0.49, sky130_fd_sc_hd__buf_12 0.31, sky130_fd_sc_hd__buf_4 0.22, sky130_fd_sc_hd__o21ai_0 0.24, sky130_fd_sc_hd__a311oi_1 0.82, sky130_fd_sc_hd__clkdlybuf4s50_1 0.63
-- cell usage in the layout (no fill, tap or decap), types with 25 or more instances in the layout --
cell type / Yosys / layout
sky130_fd_sc_hd__clkbuf_8: 0 / 33
sky130_fd_sc_hd__dfrtp_1: 1024 / 1024
sky130_fd_sc_hd__mux2_2: 1072 / 1072
sky130_fd_sc_hd__o21ai_0: 65 / 65
sky130_fd_sc_hd__nor2b_1: 66 / 64
sky130_fd_sc_hd__a221oi_1: 40 / 40
sky130_fd_sc_hd__clkdlybuf4s50_1: 0 / 135
sky130_fd_sc_hd__nand2_1: 51 / 35
sky130_fd_sc_hd__o21ai_1: 46 / 46
sky130_fd_sc_hd__buf_4: 97 / 149
sky130_fd_sc_hd__mux4_2: 401 / 401
sky130_fd_sc_hd__buf_12: 2 / 25
sky130_fd_sc_hd__a311oi_1: 47 / 47
sky130_fd_sc_hd__a22oi_1: 64 / 64
sky130_fd_sc_hd__clkbuf_16: 0 / 109
sky130_fd_sc_hd__mux4_1: 47 / 47
sky130_fd_sc_hd__mux2i_1: 128 / 128
sky130_fd_sc_hd__a211oi_1: 64 / 64
Power is estimated from default activity; no workload was simulated.
